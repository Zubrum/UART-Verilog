**./design.v**
```verilog
module zrb_sync_fifo
    #(parameter ADDR_WIDTH = 2, DATA_WIDTH = 8)
    (
    input   wire                            reset,
    input   wire                            clk,
    input   wire                            wr_en,
    input   wire    [ (DATA_WIDTH-1) :  0 ] data_in,
    input   wire                            rd_en,
    output  wire    [ (DATA_WIDTH-1) :  0 ] data_out,
    output  wire                            fifo_full,
    output  wire                            fifo_empty
    );
localparam DEPTH = 1 << ADDR_WIDTH;
reg     [ (ADDR_WIDTH) :  0 ] wr_ptr = {(ADDR_WIDTH+1){1'b0}};
reg     [ (ADDR_WIDTH) :  0 ] rd_ptr = {(ADDR_WIDTH+1){1'b0}};
wire    [ (ADDR_WIDTH-1) :  0 ] wr_loc = wr_ptr[ (ADDR_WIDTH-1) :  0 ];
wire    [ (ADDR_WIDTH-1) :  0 ] rd_loc = rd_ptr[ (ADDR_WIDTH-1) :  0 ];
reg     [ (DATA_WIDTH-1) :  0 ] mem [ (DEPTH-1) :  0 ];
reg full = 1'b0;
reg empty = 1'b0;
assign data_out = mem[rd_loc];
assign fifo_empty = empty;
assign fifo_full = full;
always@(wr_ptr or rd_ptr)
begin
    full <= 1'b0;
    empty <= 1'b0;
    if(wr_ptr[ (ADDR_WIDTH-1) :  0 ] == rd_ptr[ (ADDR_WIDTH-1) :  0 ])
        if(rd_ptr[ADDR_WIDTH] == wr_ptr[ADDR_WIDTH])
            empty <= 1'b1;
        else
            full <= 1'b1;
end
always@(posedge clk or posedge reset)
if(reset)
begin
    wr_ptr <= {(ADDR_WIDTH+1){1'b0}};
    rd_ptr <= {(ADDR_WIDTH+1){1'b0}};
end
else
begin
    if(wr_en & !fifo_full)
    begin
        mem[wr_loc] <= data_in;
        wr_ptr <= wr_ptr + 1'b1;
    end
    if(rd_en & !fifo_empty)
        rd_ptr <= rd_ptr + 1'b1;
end
endmodule
module zrb_baud_generator
    #(parameter INPUT_CLK = 50000000, parameter BAUD = 9600)
    (
    input   wire                clk,
    output  wire                baud_clk_tx_en,
    output  wire                baud_clk_rx_en
    );
localparam BAUD_RX = 8*BAUD;
reg     [ 28 :  0 ] r_tx = 29'b0;
reg     [ 28 :  0 ] r_rx = 29'b0;
wire    [ 28 :  0 ] inc_tx = r_tx[28] ? (BAUD) : (BAUD-INPUT_CLK);
wire    [ 28 :  0 ] inc_rx = r_rx[28] ? (BAUD_RX) : (BAUD_RX-INPUT_CLK);
wire    [ 28 :  0 ] tx_tic = r_tx + inc_tx;
wire    [ 28 :  0 ] rx_tic = r_rx + inc_rx;
always@(posedge clk)
begin
    r_tx <= tx_tic;
    r_rx <= rx_tic;
end
assign baud_clk_tx_en = ~r_tx[28];
assign baud_clk_rx_en = ~r_rx[28];
endmodule
module zrb_uart_tx
    #(parameter NUM_BITS = 4'd8, parameter PARITY = "NO", parameter STOP_BIT = 4'd1)
    (
    input   wire                clk,
    input   wire                clk_en,
    input   wire                reset,
    input   wire                new_data,
    input   wire    [  7 :  0 ] data,
    output  wire                tx,
    output  wire                busy,
    output	wire                read
    );
localparam START_BIT = 4'd1;
localparam WIDTH =  PARITY == "NO"   ?  NUM_BITS + START_BIT + STOP_BIT :
                    PARITY == "EVEN" ?  NUM_BITS + START_BIT + STOP_BIT + 1 :
                    PARITY == "ODD"  ?  NUM_BITS + START_BIT + STOP_BIT + 1 : 1;
reg     [  8 :  0 ] r_data = 9'b0;
reg     [  3 :  0 ] r_cnt = 4'b0;
reg                 r_tx = 1'b1;
reg                 r_rd = 1'b0;
wire                sending = |r_cnt;
assign              busy = sending;
assign              tx = r_tx;
assign				read = r_rd;
always@(posedge clk)
if(reset)
begin
    r_tx <= 1'b1;
    r_cnt <= 4'b0;
    r_data <= 9'b0;
	r_rd <= 1'b0;
end
else
begin
	r_rd <= 1'b0;
    if(new_data & ~busy)
    begin
		r_rd <= 1'b1;
        r_data <= {data, 1'b0};
        r_cnt <= WIDTH;
    end
    if(sending & clk_en)
    begin
        {r_data, r_tx} <= {1'b1, r_data};
        r_cnt <= r_cnt - 1'b1;
    end
end
endmodule
module zrb_uart_rx
    #(parameter [3:0] NUM_BITS = 8, parameter PARITY = "NO", parameter [3:0]STOP_BIT = 1)
    (
    input   wire                clk,
    input   wire                clk_en,
    input   wire                reset,
    input   wire                rx,
    output  wire    [  7 :  0 ] data_out,
    output  wire                write_en,
    output  wire                busy
    );
localparam [3:0] START_BIT = 1;
localparam [3:0] WIDTH = PARITY == "NO"   ?     NUM_BITS + START_BIT + STOP_BIT : 
                         PARITY == "EVEN" ?     NUM_BITS + START_BIT + STOP_BIT + 1 :
                         PARITY == "ODD"  ?     NUM_BITS + START_BIT + STOP_BIT + 1 : 1;
reg                 start_sync = 1'b0;
reg                 start_en = 1'b0;
wire                start = ~start_sync & start_en;
reg     [  9 :  0 ] r_data = 10'b0;
reg     [  3 :  0 ] r_cnt = 4'b0;
reg     [  2 :  0 ] clk_en_cnt = 3'b0;
wire                receiving = |r_cnt;
assign              busy = receiving;
assign              write_en = clk_en & r_cnt == 1 & clk_en_cnt == 3'd3;
assign              data_out = r_data[(WIDTH-2)-:8];
always@(posedge clk)
if(reset)
begin
    start_sync <= 1'b0;
    start_en <= 1'b0;
    r_data <= 10'b0;
    r_cnt <= 4'b0;
    clk_en_cnt <= 3'b0;
end
else
begin
    start_sync <= rx;
    start_en <= start_sync;
    if(start & ~receiving)
    begin
        r_cnt <= WIDTH;
        clk_en_cnt <= 3'b0;
    end
    if(receiving & clk_en)
    begin   
        clk_en_cnt <= clk_en_cnt + 1'b1;
        if(clk_en_cnt == 3'd3)
        begin
            r_data <= {rx, r_data[(WIDTH-2):1]};
            r_cnt <= r_cnt - 1'b1;
        end
    end
end
endmodule
module zrb_uart_top
    #(parameter INPUT_CLK = 50000000, parameter BAUD = 115200, parameter NUM_BITS = 8, parameter PARITY = "NO", parameter STOP_BIT = 1)
    (
    input   wire                clk,
    input   wire                wr,
    input   wire                rd,
    input   wire                uart_in,
    input   wire    [  7 :  0 ] data_in,
    output  wire                uart_out,
    output  wire    [  7 :  0 ] data_out,
    output   wire                rx_isr,
    output   wire                tx_en    
    );
wire baud;
wire baudx8;
zrb_baud_generator #(INPUT_CLK,BAUD) u0(clk, baud, baudx8);
wire [7:0] rx_data;
wire rx_write;
wire rx_busy;
wire rx_full;
wire rx_empty;
zrb_uart_rx #(NUM_BITS, PARITY, STOP_BIT) u1(
    clk,                     
    baudx8,                  
    1'b0,                    
    uart_in,                 
    rx_data,                 
    rx_write,                
    rx_busy                  
    );
zrb_sync_fifo #(2, NUM_BITS) u2(
    1'b0,                    
    clk,                     
    rx_write,                
    rx_data,                 
    rd,                     
    data_out,                
    rx_full,                 
    rx_empty                 
    );
assign rx_isr = ~rx_empty;
wire [7:0] tx_data;
wire tx_write;
wire tx_read;
wire tx_busy;
wire tx_full;
wire tx_empty;
zrb_sync_fifo #(2,NUM_BITS) u3(
    1'b0,                    
    clk,                     
    wr,                      
    data_in,                 
    tx_read,                 
    tx_data,                 
    tx_full,                 
    tx_empty                 
    );
assign tx_en = ~tx_full;
zrb_uart_tx #(NUM_BITS, PARITY, STOP_BIT) u4(
    clk,                     
    baud,                    
    1'b0,                    
    ~tx_empty,               
    tx_data,                 
    uart_out,                
    tx_busy,                 
	tx_read                  
    );
endmodule
```
**./run.sh**
```bash
#!/bin/bash
# OpenROAD 26Q1-2900-gdf79404cd8, Yosys 0.63+post, stock flow scripts
make -C /OpenROAD-flow-scripts/flow DESIGN_CONFIG=/design/flow/config.mk WORK_HOME=/design/flow/orfs finish
```
**./config.mk**
```make
export PLATFORM = sky130hd
export DESIGN_NAME = zrb_uart_top
export DESIGN_NICKNAME = zrb_uart_top
export VERILOG_FILES = /design/flow/design.v
export SDC_FILE = /design/flow/constraint.sdc
export NUM_CORES = 4
export LEC_CHECK = 1
export CORE_UTILIZATION = 50
```
**./constraint.sdc**
```tcl
current_design zrb_uart_top

set clk_period 5.2
set clk_io_pct 0.2

create_clock -name clk0 -period $clk_period [get_ports {clk}]

set non_clock_inputs [all_inputs -no_clocks]
set_input_delay [expr $clk_period * $clk_io_pct] -clock clk0 $non_clock_inputs
set_output_delay [expr $clk_period * $clk_io_pct] -clock clk0 [all_outputs]
```
==> reports/metrics.yaml <==
grt_overflow: 0
ctsRootBufferMaster: "clkbuf_16"
slew_violations: 0
yosys-top-cells-count: "100 x edfxtp_1, 52 x dfxtp_1, 43 x ha_1, 36 x nand2_1, 31 x inv_1"
antennaDiodeCount: 0
top_area_cell: "edfxtp_1"
cts_tree: "done"
rsz0062_at_grt: "no"
cp-end-kind: "output port"
cts_buffers: 17
yosys-stat-area_um2: 6690
synth_top_cell_by_count: "edfxtp_1"
power.density_nw_per_um2: 366
die_x_um: 118
top_cells_by_area: "edfxtp_1 45%, dfxtp_1 16%, ha_1 8.0%"
fin_crit_sh: 0.632
core_area_um2: 12800
antenna_found_initial: 0
grt_max_degree: 22
path_clk_slew_ns: 0.06
worstSetupPathType: "flip-flop to output port"
cts.repair.resized: 0
final_util: 0.596
synth_cell_types: 58
pre_cts_ws_ns: 2.35
layout-drive-gt1-share: 0.0747
layout.area.seq_um2: 4040
flop_cell: "edfxtp_1"
cts_max_level: 4
tightest_slew_ns: 0.646
slew-limit-headroom: 0.566
comb_area_um2: 2470
grt_pass1_wl_mm: 18.4
clk_path_buf_depth: 2
cts_sinks: 152
routed_via_density: 5.39
ys_cells: 520
io_buffers: 22
synth_async_sr_flop_share: 0
postPlaceCellArea_um2: 7080
max_freq_ghz: 0.304
max-vdd-ir-drop_mv: 0.231
wl_mm: 10.6
dieArea_um2: 13900
avgSynthCellArea_um2: 12.9
post_cts.repair.setup_buffers: 0
io_pins: 23
vias: 3957
syn-cell-area_um2: 6690
worstPathArrival_ns: 2.25
finalSetupTns_ns: 0
cap_violations: 0
yosys.stat.seqShare: 0.604
grt_usage: 0.176
clock_skew_ns: 0.00769
finalNonFillerCells: 734
avgRoutedWirePerCell_um: 14.4
initial_core_util: 0.522
synth_flops: 152
worstSkewPairLatency_ns: 0.41
dr_wl_met3_um: 563
n_fill_cell: 980
grt_pass1_vias: 3900
post-route-min-period_ns: 3.29
fin_area_um2: 7640
die_height_um: 118
hp-class: "flip-flop to flip-flop"
hold_violations: 0
routed.top_layer: "met4"
place_inst: 702
final_antenna_net_count: 0
outcome: "complete, no violations"
synthToLayoutAreaGrowth_pct: 14.2
crit_fanout: 9
yosysTopAreaCellShare: 0.449
power.leakage_nw: 3.00
edf_count: 100
regToRegSetupSlack_ns: 2.44
synthesis.instances: 520
yosys_warnings: 5
drcViolationCount: 0
finalSetupViolations: 0
tool_warnings: 38
setup_slack_ns: 1.91
cts_hold_buf: 0
routabilityCongestion: 0.799
hpwlAfterDp_mm: 7.05
drt_iter0_drc: 248
firstDrtPassIters: 4
met2WireLength_mm: 4.76
rows: 41
critPathRequiredTime_ns: 4.16
met1_length_mm: 5.14
critPathLaunchType: "flip-flop"
cell type report:
cell class                      instances  share of cell area
Tap cell                              172              0.0282
Timing Repair Buffer                   24              0.0308
Sequential cell                       152               0.529
Clock buffer                           19              0.0566
Multi-Input combinational cell        323               0.323
Clock inverter                         13              0.0169
Inverter                               31              0.0152
registers in the layout, summed over array words and instances, names as in the netlist:
name,cells
u2.wr_ptr,3
u0.r_rx,22
u3.wr_ptr,3
u1.r_data,8
u2.mem,32
u4.r_rd,1
u3.rd_ptr,3
u0.r_tx,22
u4.r_tx,1
u1.r_cnt,4
u4.r_data,9
u4.r_cnt,4
u1.clk_en_cnt,3
u1.start_en,1
u3.mem,32
u1.start_sync,1
u2.rd_ptr,3
per-layer routing:
metal / vias to the layer above / track usage
li1: 1990 / -
met1: 1870 / 0.286
met3: 11 / 0.0593
met5: - / 0
met2: 86 / 0.257
met4: 0 / 0.0216
placed cells by master, fill, tap and decap left out, drive strengths merged, types with 16 or more instances in the layout:
master and instances:
xnor2 24, dfxtp 52, clkdlybuf4s50 22, xor2 21, o21ai 27, clkbuf 19
nor2 18, nand2 36, inv 33, ha 43, a222oi 16, edfxtp 100
report_power, final:
group          internal (mW)  switching [mW]
combinational         0.0876           0.115
sequential              1.40          0.0328
clock                  0.702           0.459
worst paths after layout:
check	endpoint	depth (start not counted)	from
hold / removal	u1.start_en	0	u1.start_sync
setup / recovery	data_out[7]	4	u2.rd_ptr[1]
setup reg to reg	u0.r_rx[21]	8	u0.r_rx[28]
hold reg to reg	u1.start_en	0	u1.start_sync
worst max-delay path, stage by stage (launching register included):
cell             delay (ns)
edfxtp_1               0.46
ha_1                   0.37
a222oi_1               0.47
mux2i_1                0.12
clkdlybuf4s50_1        0.41
logic make-up (layout without fill, tap and decap cells):
kind of cell,after synthesis,in the layout,share of synthesized area
buffers and inverters,45,87,0.0265
muxes,10,10,0.0151
AOI/OAI and AO/OA,99,99,0.113
adders and majority gates,45,45,0.0864
xor gates and xnor gates,45,45,0.0589
and+or+nand+nor,124,124,0.0961
DFF,152,152,0.604
metrics by stage:
stage               power (mW)  hold WS [ns]
finish                    2.79         0.348
global route              2.92         0.366
CTS                       2.83         0.352
detailed placement        1.66         0.338
global placement          1.66         0.327
floorplan                 1.59         0.322
Power is estimated from default activity; no workload was simulated.
